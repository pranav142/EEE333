## ./config.mk

```make
export PLATFORM = sky130hd
export DESIGN_NAME = fsm_moore
export DESIGN_NICKNAME = fsm_moore
export VERILOG_FILES = /design/flow/design.v
export SDC_FILE = /design/flow/constraint.sdc
export NUM_CORES = 4
export LEC_CHECK = 1
export CORE_AREA = 10 10 70 70
export DIE_AREA = 0 0 80 80
```

## ./constraint.sdc

```tcl
current_design fsm_moore

set clk_period 1.7
set clk_io_pct 0.2

create_clock -name clk0 -period $clk_period [get_ports {clk}]

set non_clock_inputs [all_inputs -no_clocks]
set_input_delay [expr $clk_period * $clk_io_pct] -clock clk0 $non_clock_inputs
set_output_delay [expr $clk_period * $clk_io_pct] -clock clk0 [all_outputs]
```

## ./design.v

```verilog
module mux_41 #(parameter SIZE = 1) (input [SIZE-1:0] A, B, C, D, input [1:0] Sel, output logic [SIZE-1:0] Y); 
always_comb begin
	Y={SIZE{1'b0}};
	case (Sel) 
		2'b00: Y=A;
		2'b01: Y=B;
		2'b10: Y=C;
		2'b11: Y=D;
		default: Y={SIZE{1'b0}};
	endcase
end
endmodule
module D_reg #(parameter SIZE = 1) (input [SIZE-1:0] D, input clk, reset, output logic [SIZE-1:0] Q);
always_ff @ (posedge clk or posedge reset) begin
	if (reset)
		Q <= {SIZE{1'b0}};
	else
		Q <= D;
end
endmodule
module fsm_moore(input x, clk, reset, output logic [1:0] state, output logic [1:0] Z);
localparam S0=2'b00, S1=2'b01, S2=2'b10, S3=2'b11;
logic [1:0] next_state;
D_reg #(2) D1 (next_state, clk, reset, state);
mux_41 #(2) M1 ((x)?S1:S0, (x)?S2:S0, (x)?S2:S3, (x)?S1:S0, state, next_state);
mux_41 #(2) M2 (2'b00, 2'b01, 2'b01, 2'b11, state, Z);
endmodule
`timescale 1ns/1ps
module fsm_moore_tb(); 
reg x, clk, reset;
wire [1:0] state, Z;
fsm_moore FSM1 (x, clk, reset, state, Z);
initial begin
		clk = 0; reset=0; x=0;
		#10; x = 0; clk = 1; #10; $display("State: %b, x: %b, Z: %b", state, x, Z); clk = 0; 
		#10; x = 0; clk = 1; #10; $display("State: %b, x: %b, Z: %b", state, x, Z); clk = 0; 
		#10; x = 0; clk = 1; #10; $display("State: %b, x: %b, Z: %b", state, x, Z); clk = 0; 
		#10; x = 1; clk = 1; #10; $display("State: %b, x: %b, Z: %b", state, x, Z); clk = 0; 
		#10; x = 1; clk = 1; #10; $display("State: %b, x: %b, Z: %b", state, x, Z); clk = 0; 
		#10; x = 0; clk = 1; #10; $display("State: %b, x: %b, Z: %b", state, x, Z); clk = 0; 
		#10; x = 0; clk = 1; #10; $display("State: %b, x: %b, Z: %b", state, x, Z); clk = 0; 
		#10; x = 1; clk = 1; #10; $display("State: %b, x: %b, Z: %b", state, x, Z); clk = 0; 
		#10; x = 0; clk = 1; #10; $display("State: %b, x: %b, Z: %b", state, x, Z); clk = 0; 
		#10; x = 1; clk = 1; #10; $display("State: %b, x: %b, Z: %b", state, x, Z); clk = 0; 
		#10; x = 1; clk = 1; #10; $display("State: %b, x: %b, Z: %b", state, x, Z); clk = 0; 
		#10; x = 1; clk = 1; #10; $display("State: %b, x: %b, Z: %b", state, x, Z); clk = 0; 
		#10; x = 0; clk = 1; #10; $display("State: %b, x: %b, Z: %b", state, x, Z); clk = 0; 
		#10; x = 1; clk = 1; #10; $display("State: %b, x: %b, Z: %b", state, x, Z); clk = 0; 
		#10; x = 1; clk = 1; #10; $display("State: %b, x: %b, Z: %b", state, x, Z); clk = 0; 
end
endmodule
module fsm_mealy(input x, clk , reset, output logic [1:0] state, output logic [1:0] Z);
localparam S0=2'b00, S1=2'b01, S2=2'b10;
logic [1:0] next_state;
D_reg #(2) D1 (next_state, clk, reset, state);
mux_41 #(2) M1 ((x)?S1:S0, (x)?S2:S0, (x)?S2:S0, S0, state, next_state);
mux_41 #(2) M2 ((x)?2'b01:2'b00, (x)?2'b01:2'b00, (x)?2'b10:2'b11, 2'bxx, state, Z);
endmodule
`timescale 1ns/1ps
module fsm_mealy_tb(); 
reg x, clk, reset;
wire [1:0] state, Z;
fsm_mealy FSM1 (x, clk, reset, state, Z);
initial begin
		clk = 0; reset=0; x=0;
		#10; x = 0; clk = 1; #10; $display("State: %b, x: %b, Z: %b", state, x, Z); clk = 0; 
		#10; x = 0; clk = 1; #10; $display("State: %b, x: %b, Z: %b", state, x, Z); clk = 0; 
		#10; x = 0; clk = 1; #10; $display("State: %b, x: %b, Z: %b", state, x, Z); clk = 0; 
		#10; x = 1; clk = 1; #10; $display("State: %b, x: %b, Z: %b", state, x, Z); clk = 0; 
		#10; x = 1; clk = 1; #10; $display("State: %b, x: %b, Z: %b", state, x, Z); clk = 0; 
		#10; x = 0; clk = 1; #10; $display("State: %b, x: %b, Z: %b", state, x, Z); clk = 0; 
		#10; x = 0; clk = 1; #10; $display("State: %b, x: %b, Z: %b", state, x, Z); clk = 0; 
		#10; x = 1; clk = 1; #10; $display("State: %b, x: %b, Z: %b", state, x, Z); clk = 0; 
		#10; x = 0; clk = 1; #10; $display("State: %b, x: %b, Z: %b", state, x, Z); clk = 0; 
		#10; x = 1; clk = 1; #10; $display("State: %b, x: %b, Z: %b", state, x, Z); clk = 0; 
		#10; x = 1; clk = 1; #10; $display("State: %b, x: %b, Z: %b", state, x, Z); clk = 0; 
		#10; x = 1; clk = 1; #10; $display("State: %b, x: %b, Z: %b", state, x, Z); clk = 0; 
		#10; x = 0; clk = 1; #10; $display("State: %b, x: %b, Z: %b", state, x, Z); clk = 0; 
		#10; x = 1; clk = 1; #10; $display("State: %b, x: %b, Z: %b", state, x, Z); clk = 0; 
		#10; x = 1; clk = 1; #10; $display("State: %b, x: %b, Z: %b", state, x, Z); clk = 0; 
end
endmodule
```

## ./run.sh

```bash
#!/bin/bash
# OpenROAD 26Q1-2900-gdf79404cd8, Yosys 0.63+post, stock flow scripts
make -C /OpenROAD-flow-scripts/flow DESIGN_CONFIG=/design/flow/config.mk WORK_HOME=/design/flow/orfs finish
```

==> out/results.ini <==
[status]
status = complete, no violations

[synthesis]
syn_area_per_cell_um2 = 10.7
ys.flops = 2
yosysUniqueCellTypes = 6
synth_area_um2 = 139
synth_cells = 13
yosysWarnings = 2
ys_cells = 13
ys_chip_area_um2 = 139
yosysSeqAreaShare_pct = 36.0

[pwr]
p_leak_uw = 0.000155
p_total_uw = 468
power.density_nw_per_um2 = 1450
vdd_drop_max_mv = 0.212

[drt]
drc_errors = 0
ant_nets = 0
wl_per_cell_um = 5.45
drt_iter0_drc = 5
num_vias = 124
firstDrtPassIters = 2
wl_um = 398
avgViaCountPerCell = 1.70
antenna_cells = 0

[cells_and_area]
final_util_pct = 9.45
fin_cells = 73
reg_top3 = D1.Q x2
area_delta_synth_final_pct = 132
largest_reg_flops = 2
fill_cells = 402
layout-drive-gt1-share_pct = 37.0
top_register = D1.Q

[grt]
antenna_found_initial = 0
grt_pass1_vias = 134
grt_first_pass_wirelength_um = 558
grt-ovfl-total = 0
grt_max_degree = 4
grt_use_total_pct = 1.32

[final_timing]
relSlewSlack_pct = 92.3
finalHoldViolations = 0
maxSlewViolCount = 0
fin_crit_ns = 1.65
fin_skew_ns = 0.000574
setup_viol = 0
worstMarginPinSlew_ns = 0.115
worst_slack_ns = 0.0505
fin_crit_sh_pct = 97.0
timing.fmax_ghz = 0.606

[clock_tree]
clock_path_buffers = 2
ctsHoldBuffers = 0
cts_tree = done
cts-root-buf = clkbuf_4
clock-sinks = 2
h-tree-depth = 1
numCtsBuffers = 3
insertion_delay_ns = 0.22
clk_pin_slew_worst_paths_ns = 0.03

[place]
pre_cts_ws_ns = 0.211
dpl.hpwl_um = 306
place.gp.congestion = 0.643
dp_cells = 65
io_buffers = 6

[setup_path]
critical_path_class = reg2out
worstPathRequired_ns = 1.36
crit_path_end_kind = output port
r2r_cells = 4
r2r_start = D1.Q[1]$_DFF_PP0_
cp_max_fo = 3
cp.arrival_ns = 1.31
reg2reg_to = D1.Q[1]$_DFF_PP0_
r2r_setup_slack_ns = 0.55
crit_chain = buf_4 -> ha_1 -> clkdlybuf4s50_1
cp-start-kind = flip-flop
path_delay_family = buffers and inverters
cp_num_buf_inv = 2
slowest_stage = clkdlybuf4s50_1
critPathMaxStageDelay_ns = 0.40

[die]
core_um2 = 3420
io_pins = 7
rows = 21
dieArea_um2 = 6400
die_w_um = 80
fp-utilization_pct = 4.07
die_h_um = 80

[run]
warnings = 28
drv_cap = 0

[hold_path]
min_path_type = in2async

synthesized netlist by cell type:
master | n | area, µm²
ha_1 | 4 | 50.1
inv_1 | 4 | 15.0
dfrtp_1 | 2 | 50.1
a21oi_1 | 1 | 5.00
mux2_4 | 1 | 15.0
nor2_1 | 1 | 3.75
layout by cell type, fill, tap and decap left out, drive strengths merged:
cell and count:
a21oi 1, mux2 1, nor2 1, clkdlybuf4s50 5
dlymetal6s2s 1, buf 5, ha 4, inv 4
clkbuf 3, dfrtp 2
worst max-delay path by stage:
stage,to,cells past startpoint,start
4_1_cts,Z[0],4,D1.Q[1]$_DFF_PP0_
5_1_grt,Z[1],3,D1.Q[0]$_DFF_PP0_
6_report,Z[1],3,D1.Q[0]$_DFF_PP0_
stage by stage:
step                      area, µm²  TNS [ns]  hold WS, ns
after global placement          256         0        0.512
after detailed placement        256         0        0.515
after CTS                       302         0        0.273
final                           323         0        0.274
after floorplan                 139         0       0.0812
after global routing            323   -0.0110        0.288
final cells by class:
cell class                      instances  area, µm²  area share, %
Clock buffer                            3       22.5           6.98
Inverter                                4       15.0           4.65
Multi-Input combinational cell          7       73.8           22.9
Sequential cell                         2       50.0           15.5
Tap cell                               46       57.6           17.8
Timing Repair Buffer                   11        104           32.2
logic make-up (layout without fill, tap and decap cells):
| kind of cell | Yosys count | count (layout) | synth area share (%) |
|---|---|---|---|
| compound gates | 1 | 1 | 3.60 |
| fa+ha+maj | 4 | 4 | 36.0 |
| buf+inv | 4 | 18 | 10.8 |
| flops | 2 | 2 | 36.0 |
| mux | 1 | 1 | 10.8 |
| simple gates | 1 | 1 | 2.70 |
report_power, final:
group | total, µW | leakage, µW | internal (µW) | switching (µW)
logic | 276 | 0.000116 | 195 | 81.1
clock network | 104 | 0.0000138 | 77.8 | 26.4
registers | 87.0 | 0.0000248 | 70.5 | 16.4
layer usage:
metal	vias up	wire length, µm	GRT usage (%)	part of all wire, %
li1	67	-	-	-
met1	51	124	0.928	31
met2	6	149	1.44	37
met3	0	123	2.39	31
met4	0	0	0.704	0
met5	-	0	0	0
timing repair:
action,CTS,global route
gates cloned,0,0
setup buffers,3,2
hold endpoints to repair,0,0
resized,0,3
endpoints found under the setup margin,1,2
Power figures rest on the tool's default switching activity, not on a simulated workload.
