## ./design.v

```verilog
module ASCII27Seg(input [7:0] AsciiCode, output reg [6:0] HexSeg);
    always @ (*) begin 
        HexSeg = 7'd0;
        $display("AsciiCode %b", AsciiCode);
        case (AsciiCode)
            8'h41 : HexSeg[3] = 1'b1;
            8'h42 : begin
				HexSeg[0] = 1'b1; HexSeg[1] = 1'b1;
			end
            8'h43 : begin
				HexSeg[1] = 1'b1; HexSeg[2] = 1'b1; HexSeg[6] = 1'b1;
			end
            8'h44 : begin
				HexSeg[0] = 1'b1; HexSeg[5] = 1'b1; 
			end
            8'h45 : begin
				HexSeg[1] = 1'b1; HexSeg[2] = 1'b1; 
			end
            8'h46 : begin
				HexSeg[1] = 1'b1; HexSeg[2] = 1'b1; HexSeg[3] = 1'b1;
			end
            8'h47 : HexSeg[4] = 1'b1;
            8'h48 : begin
				HexSeg[0] = 1'b1; HexSeg[3] = 1'b1;
			end
            8'h49 : begin
				HexSeg = 7'b1111111; HexSeg[5] = 1'b0; HexSeg[4] = 1'b0;
			end
            8'h4A : begin
				HexSeg[0] = 1'b1; HexSeg[6] = 1'b1; HexSeg[5] = 1'b1; 
			end
            8'h4B : begin
				HexSeg[0] = 1'b1; HexSeg[3] = 1'b1;
			end
            8'h4C : begin
				HexSeg[0] = 1'b1; HexSeg[1] = 1'b1; HexSeg[2] = 1'b1; HexSeg[6] = 1'b1;  
			end
            8'h4D : begin
				HexSeg[1] = 1'b1; HexSeg[5] = 1'b1; HexSeg[6] = 1'b1; HexSeg[3] = 1'b1;
			end
            8'h4E : begin
				HexSeg[0] = 1'b1; HexSeg[1] = 1'b1; HexSeg[5] = 1'b1; HexSeg[3] = 1'b1;
			end
            8'h4F : HexSeg[6] = 1'b1;
            8'h50 : begin
				HexSeg[2] = 1'b1; HexSeg[3] = 1'b1;
			end
            8'h51 : begin 
				HexSeg[4] = 1'b1; HexSeg[3] = 1'b1;
			end
            8'h52 : begin
				HexSeg[5] = 1'b1; HexSeg[0] = 1'b1; HexSeg[1] = 1'b1; HexSeg[2] = 1'b1; HexSeg[3] = 1'b1;
			end
            8'h53 : begin 
				HexSeg[1] = 1'b1; HexSeg[4] = 1'b1;
			end
            8'h54 : begin 
				HexSeg[0] = 1'b1; HexSeg[1] = 1'b1; HexSeg[2] = 1'b1;
			end
            8'h55 : begin
				HexSeg[0] = 1'b1; HexSeg[6] = 1'b1;
			end
            8'h56 : begin
				HexSeg[0] = 1'b1; HexSeg[6] = 1'b1; HexSeg[1] = 1'b1; HexSeg[5] = 1'b1;
			end 
            8'h57 : begin 
				HexSeg[0] = 1'b1; HexSeg[6] = 1'b1; HexSeg[4] = 1'b1; HexSeg[2] = 1'b1;
			end
            8'h58 : begin 
				HexSeg[0] = 1'b1; HexSeg[3] = 1'b1;
			end
            8'h59 : begin
				HexSeg[0] = 1'b1; HexSeg[4] = 1'b1;
			end
            8'h5A : begin
				HexSeg[5] = 1'b1; HexSeg[2] = 1'b1;
			end
			8'h61 : HexSeg[3] = 1'b1;
			8'h62 : begin
				HexSeg[0] = 1'b1; HexSeg[1] = 1'b1;
			end
			8'h63 : begin
				HexSeg[1] = 1'b1; HexSeg[2] = 1'b1; HexSeg[6] = 1'b1;
			end
			8'h64 : begin
				HexSeg[0] = 1'b1; HexSeg[5] = 1'b1; 
			end
			8'h65 : begin
				HexSeg[1] = 1'b1; HexSeg[2] = 1'b1; 
			end
			8'h66 : begin
				HexSeg[1] = 1'b1; HexSeg[2] = 1'b1; HexSeg[3] = 1'b1;
			end
			8'h67 : HexSeg[4] = 1'b1;
			8'h68 : begin
				HexSeg[0] = 1'b1; HexSeg[3] = 1'b1;
			end
			8'h69 : begin
				HexSeg = 7'b1111111; HexSeg[5] = 1'b0; HexSeg[4] = 1'b0;
			end
			8'h6A : begin
				HexSeg[0] = 1'b1; HexSeg[6] = 1'b1; HexSeg[5] = 1'b1; 
			end
			8'h6B : begin
				HexSeg[0] = 1'b1; HexSeg[3] = 1'b1;
			end
			8'h6C : begin
				HexSeg[0] = 1'b1; HexSeg[1] = 1'b1; HexSeg[2] = 1'b1; HexSeg[6] = 1'b1;  
			end
			8'h6D : begin
				HexSeg[1] = 1'b1; HexSeg[5] = 1'b1; HexSeg[6] = 1'b1; HexSeg[3] = 1'b1;
			end
			8'h6E : begin
				HexSeg[0] = 1'b1; HexSeg[1] = 1'b1; HexSeg[5] = 1'b1; HexSeg[3] = 1'b1;
			end
			8'h6F : HexSeg[6] = 1'b1;
			8'h70 : begin
				HexSeg[2] = 1'b1; HexSeg[3] = 1'b1;
			end
			8'h71 : begin 
				HexSeg[4] = 1'b1; HexSeg[3] = 1'b1;
			end
			8'h72 : begin
				HexSeg[5] = 1'b1; HexSeg[0] = 1'b1; HexSeg[1] = 1'b1; HexSeg[2] = 1'b1; HexSeg[3] = 1'b1;
			end
			8'h73 : begin 
				HexSeg[1] = 1'b1; HexSeg[4] = 1'b1;
			end
			8'h74 : begin 
				HexSeg[0] = 1'b1; HexSeg[1] = 1'b1; HexSeg[2] = 1'b1;
			end
			8'h75 : begin
				HexSeg[0] = 1'b1; HexSeg[6] = 1'b1;
			end
            8'h76 : begin
				HexSeg[0] = 1'b1; HexSeg[6] = 1'b1; HexSeg[1] = 1'b1; HexSeg[5] = 1'b1;
			end 
            8'h77 : begin 
				HexSeg[0] = 1'b1; HexSeg[6] = 1'b1; HexSeg[4] = 1'b1; HexSeg[2] = 1'b1;
			end
            8'h78 : begin 
				HexSeg[0] = 1'b1; HexSeg[3] = 1'b1;
			end
            8'h79 : begin
				HexSeg[0] = 1'b1; HexSeg[4] = 1'b1;
			end
            8'h7A : begin
				HexSeg[5] = 1'b1; HexSeg[2] = 1'b1;
			end
			8'h30 : begin
				HexSeg[6] = 1'b1;
			end
			8'h31 : begin
				HexSeg[6] = 1'b1; HexSeg[0] = 1'b1; HexSeg[3] = 1'b1; HexSeg[5] = 1'b1; HexSeg[4] = 1'b1;
			end
			8'h32 : begin
				HexSeg[5] = 1'b1; HexSeg[2] = 1'b1;
			end
			8'h33 : begin
				HexSeg[5] = 1'b1; HexSeg[4] = 1'b1;
			end
			8'h34 : begin
				HexSeg[0] = 1'b1; HexSeg[4] = 1'b1; HexSeg[3] = 1'b1;
			end
			8'h35 : begin
				HexSeg[1] = 1'b1; HexSeg[4] = 1'b1;
			end
			8'h36 :HexSeg[1] = 1'b1;
			8'h37 : begin
				HexSeg[5] = 1'b1; HexSeg[4] = 1'b1; HexSeg[6] = 1'b1; HexSeg[3] = 1'b1;
			end
			8'h38 : HexSeg = 7'd0;
			8'h39 : HexSeg[4] = 1'b1;
            default : HexSeg = 7'b1111111;
        endcase
    end
endmodule
module ASCIICodes(input Kkey0, output [6:0] HexSeg4, HexSeg3, HexSeg2, HexSeg1, HexSeg0);
	reg [7:0] Message [4:0];
	always @ (*) begin
		Message[4] = 8'd0; 
		Message[3] = 8'd0;
		Message[2] = 8'd0;
		Message[1] = 8'd0;
		Message[0] = 8'd0;
		case (Kkey0)
			1'b1 : begin
				Message[4] = "H"; 
				Message[3] = "e";
				Message[2] = "l"; 
				Message[1] = "l"; 
				Message[0] = "O";
			end
			1'b0 : begin
				Message[1] = "P"; 
				Message[0] = "N";
			end
			default : begin 
				Message[4] = "H"; 
				Message[3] = "e";
				Message[2] = "l"; 
				Message[1] = "l"; 
				Message[0] = "O";
			end
		endcase
	end
	ASCII27Seg SegH4 (Message[4], HexSeg4);
	ASCII27Seg SegH3 (Message[3], HexSeg3);
	ASCII27Seg SegH2 (Message[2], HexSeg2);
	ASCII27Seg SegH1 (Message[1], HexSeg1);
	ASCII27Seg SegH0 (Message[0], HexSeg0);
endmodule
module Dec27Seg(input [7:0] Decimal, output reg [6:0] HexSeg);
	always @ (*) begin
		HexSeg = 7'd0;
		case (Decimal)
			8'd0 : begin
				HexSeg[6] = 1'b1;
			end
			8'd1 : begin
				HexSeg[6] = 1'b1; HexSeg[0] = 1'b1; HexSeg[3] = 1'b1; HexSeg[5] = 1'b1; HexSeg[4] = 1'b1;
			end
			8'd2 : begin
				HexSeg[5] = 1'b1; HexSeg[2] = 1'b1;
			end
			8'd3 : begin
				HexSeg[5] = 1'b1; HexSeg[4] = 1'b1;
			end
			8'd4 : begin
				HexSeg[0] = 1'b1; HexSeg[4] = 1'b1; HexSeg[3] = 1'b1;
			end
			8'd5 : begin
				HexSeg[1] = 1'b1; HexSeg[4] = 1'b1;
			end
			8'd6 :HexSeg[1] = 1'b1;
			8'd7 : begin
				HexSeg[5] = 1'b1; HexSeg[4] = 1'b1; HexSeg[6] = 1'b1; HexSeg[3] = 1'b1;
			end
			8'd8 : HexSeg = 7'd0;
			8'd9 : HexSeg[4] = 1'b1;
			default: HexSeg = 7'b1111111;
		endcase
	end
endmodule
`timescale 1ns/1ps
module ascii_numb_tb();
	reg [7:0] AsciiCode;
	wire [6:0] HexSeg;
	ASCII27Seg A1 (AsciiCode, HexSeg);
	initial begin
		AsciiCode = "0"; #10;
		AsciiCode = "1"; #10;
		AsciiCode = "2"; #10;
		AsciiCode = "3"; #10;
		AsciiCode = "4"; #10;
		AsciiCode = "5"; #10;
		AsciiCode = "6"; #10;
		AsciiCode = "7"; #10;
		AsciiCode = "8"; #10;
		AsciiCode = "9"; #10;
	end
endmodule
`timescale 1ns/1ps
module decimal_numb_tb();
	reg [7:0] decimalCode;
	wire [6:0] HexSeg;
	Dec27Seg D1 (decimalCode, HexSeg);
	initial begin
		decimalCode = 8'd0; #10;
		decimalCode = 8'd1; #10;
		decimalCode = 8'd2; #10;
		decimalCode = 8'd3; #10;
		decimalCode = 8'd4; #10;
		decimalCode = 8'd5; #10;
		decimalCode = 8'd6; #10;
		decimalCode = 8'd7; #10;
		decimalCode = 8'd8; #10;
		decimalCode = 8'd9; #10;
	end
endmodule
```

## ./run.sh

```bash
#!/bin/bash
# OpenROAD 26Q1-2900-gdf79404cd8, Yosys 0.63+post, stock flow scripts
make -C /OpenROAD-flow-scripts/flow DESIGN_CONFIG=/design/flow/config.mk WORK_HOME=/design/flow/orfs finish
```

## ./config.mk

```make
export PLATFORM = sky130hd
export DESIGN_NAME = Dec27Seg
export DESIGN_NICKNAME = Dec27Seg
export VERILOG_FILES = /design/flow/design.v
export SDC_FILE = /design/flow/constraint.sdc
export NUM_CORES = 4
export LEC_CHECK = 1
export CORE_AREA = 10 10 70 70
export DIE_AREA = 0 0 80 80
```

## ./constraint.sdc

```tcl
current_design Dec27Seg

set clk_period 3.1
set clk_io_pct 0.2

create_clock -name clk0 -period $clk_period

set non_clock_inputs [all_inputs -no_clocks]
set_input_delay [expr $clk_period * $clk_io_pct] -clock clk0 $non_clock_inputs
set_output_delay [expr $clk_period * $clk_io_pct] -clock clk0 [all_outputs]
```

==> reports/summary.txt <==
First-pass GRT wire length -> 1230 um
Vias/cell -> 2.79
Core Region -> 0.00342 mm2
Share of layout cells above drive strength 1 -> 5.77%
Tmin final -> 2900 ps
Endpoint, Worst Hold -> HexSeg[2]
Met1 Resource Use GR -> 2.97%
Register area -> 0 um2
Remaining global-route overflow -> 0
Largest net degree at the start of global routing -> 11
Critical Path Source Type -> primary input
Vias in the first global route -> 275
Inserted Diodes -> 0
Maximum vdd drop -> 0.0000126 V
Register share after synthesis -> 0%
Crit Path Class -> primary input to output pin
RSZ-0062 raised after global routing -> false
GRT Overall Usage -> 2.29%
Syn. warnings -> 1
# fillers -> 393
Overall power -> 36.4 uW
Final-layout clock buffer total -> 0
Count of pins over their slew limit -> 0
Worst Path Required -> 2480 ps
Hold_sp -> Decimal[6]
Yosys cell count -> 37
Endpoints failing hold -> 0
Pre-Repair DR Iteration Count -> 3
Final worst path period share -> 93.6%
Most numerous logic cells after layout -> clkdlybuf4s50_1, nor2_1, ha_1
Die X -> 80 um
Cell count after synthesis -> 37
P&R area growth vs syn -> 83.2%
Yosys chip area -> 245 um2
DRC -> 0
Die Y -> 80 um
Setup violators final -> 0
Max Clock Freq -> 0.345 GHz
Outcome -> completed
Antenna violations before repair -> 0
Pre-Place Util -> 7.18%
Setup tns final -> 0 ps
PortBufs -> 15
Post-Syn Area per Cell -> 6.63 um2
Final GP Congestion -> 0.857
# hold bufs at CTS -> 0
Worst min path class -> primary input to output pin
Final wirelength -> 776 um
HPWL after DPL -> 653 um
Post-CTS Resized -> 0
Power Dens Cells -> 81.0 mW/mm2
Depth of the worst hold-timing path -> 4
MaxCap Viol Count -> 0
Post-layout util -> 13.2%
Setup Buffers After CTS -> 0
Leakage -> 0.165 nW
Met3 Usage GRT -> 0.341%
Design Area, Final -> 449 um2
Row cnt -> 21
GRT busiest layer -> met2
Nature of the critical path endpoint -> output pin
Dpl cell area -> 449 um2
Met2 usage -> 4.09%
Top cell excl fill/tap -> clkdlybuf4s50_1
Die ar. -> 0.00640 mm2
OpenROAD warning count -> 36
WP data arrival -> 2280 ps
CP max FO -> 4
WL/cell -> 7.92 um
Cell Area, Synth -> 245 um2
Least-Margin Pin Slew -> 366 ps
Distinct lib cells used -> 14
Slew headroom -> 75.4%
Seq_cells -> 0
IO Count -> 15
DRT antenna net count -> 0
Iter 0 DRT Violations -> 22
Vias -> 273
power by group:
| group | switching, mW | internal, mW | leakage [nW] |
|---|---|---|---|
| sequential | 0 | 0 | 0 |
| clock | 0 | 0 | 0 |
| combinational | 0.0166 | 0.0198 | 0.165 |
worst max-delay path, cell delays in order:
cell and delay, ps:
clkdlybuf4s50_1 520, inv_1 100, ha_1 220, nand2_1 70, a21oi_1 60, o21ai_0 190, clkdlybuf4s50_1 490
layer usage:
| metal | up-vias | part of all wire (%) |
|---|---|---|
| met1 | 110 | 53 |
| met5 | - | 0 |
| met2 | 11 | 39 |
| li1 | 152 | - |
| met3 | 0 | 8.5 |
| met4 | 0 | 0 |
area by class of cell:
class	count	area (um2)	area share (%)
Timing Repair Buffer	16	158	35.1
Tap cell	46	57.6	12.8
Inverter	4	15.0	3.34
Multi-Input combinational cell	32	219	48.7
synth_stat cells:
library cell / instances / area share (%)
a21oi_1: 4 / 8.2
a21oi_2: 1 / 3.6
buf_6: 1 / 4.6
ha_1: 5 / 26
inv_1: 4 / 6.1
nand2_1: 2 / 3.1
nand2b_1: 4 / 10
nor2_1: 5 / 7.7
nor2b_1: 1 / 2.6
nor4_4: 1 / 8.7
o21ai_0: 4 / 8.2
o21ai_1: 2 / 4.1
o22ai_1: 1 / 2.6
or2_1: 2 / 5.1
logic make-up after synthesis:
logic type,count (synthesis),share of synthesized area (%)
adders and majority gates,5,25.5
AOI/OAI and AO/OA,12,26.5
buffers and inverters,5,10.7
and+or+nand+nor,15,37.2
per-stage QoR:
step | cells | setup WS (ps) | hold WS [ps]
detailed placement | 98 | 154 | 2330
global placement | 98 | 163 | 2320
finish | 98 | 199 | 2310
CTS | 98 | 153 | 2330
floorplan | 37 | 1250 | 1290
global route | 98 | 96.1 | 2360
worst max path at each step:
| stage | startpoint | endpoint | slack (ps) | cells after the start |
|---|---|---|---|---|
| CTS | Decimal[0] | HexSeg[4] | 150 | 7 |
| global route | Decimal[0] | HexSeg[1] | 100 | 6 |
| finish | Decimal[0] | HexSeg[4] | 200 | 7 |
Power and IR drop assume default switching activity.
