<file path="flow/run.sh">
#!/bin/bash
# OpenROAD 26Q1-2900-gdf79404cd8, Yosys 0.63+post, stock flow scripts
make -C /OpenROAD-flow-scripts/flow DESIGN_CONFIG=/design/flow/config.mk WORK_HOME=/design/flow/orfs finish
</file>
<file path="flow/config.mk">
export PLATFORM = sky130hd
export DESIGN_NAME = ALU_pv
export DESIGN_NICKNAME = ALU_pv
export VERILOG_FILES = /design/flow/design.v
export SDC_FILE = /design/flow/constraint.sdc
export NUM_CORES = 4
export LEC_CHECK = 1
export CORE_AREA = 10 10 70 70
export DIE_AREA = 0 0 80 80
</file>
<file path="flow/constraint.sdc">
current_design ALU_pv

set clk_period 2.9
set clk_io_pct 0.2

create_clock -name clk0 -period $clk_period

set non_clock_inputs [all_inputs -no_clocks]
set_input_delay [expr $clk_period * $clk_io_pct] -clock clk0 $non_clock_inputs
set_output_delay [expr $clk_period * $clk_io_pct] -clock clk0 [all_outputs]
</file>
<file path="flow/design.v">
module ALU_pv(input [3:0] aluin_a, OPCODE, input Cin, output reg [3:0] alu_out, output reg Cout, output OF);
wire [3:0] aluin_b, alu_out_; wire Cout_, OF_;
assign aluin_b = 4'b0011;
ALU ALU1 (aluin_a, aluin_b, OPCODE, Cin, alu_out_, Cout_, OF);
always @ (*) begin
	alu_out = alu_out_;
	Cout = Cout_;
end
endmodule
module ALU(input [3:0] aluin_a, aluin_b, OPCODE, input Cin, output reg [3:0] alu_out, output reg Cout, output OF);
reg [3:0] Ain, Bin ; reg Cin_;
wire [3:0] Bn, Sum; wire Co;
com2s C1 (aluin_b, Bn);
FA4 FA1 (Ain, Bin, Cin_, Sum, Co, OF);
always @ (*) begin
	Ain = 4'b0000; Bin = 4'b0000; Cin_ = 1'b0; alu_out = 4'b0000; Cout = 1'b0;
	case (OPCODE)
		4'b0001 : begin 
			Ain = aluin_a; Bin = aluin_b; Cin_ = Cin; alu_out = Sum; Cout = Co;
		end
		4'b0010 : begin 
			Ain = aluin_a; Bin = aluin_b; Cin_ = 1'b0; alu_out = Sum; Cout = Co;
		end	
		4'b0011 : begin 
			Ain = aluin_a; Bin = Bn; Cin_ = Cin; alu_out = Sum; Cout = Co;
		end
		4'b0100 : begin 
			alu_out = ~(aluin_a & aluin_b);
		end
		4'b0101 : begin 
			alu_out = aluin_a | aluin_b;
		end
		4'b0110 : begin
			alu_out = aluin_a ^ aluin_b;
		end
		4'b0111 : begin 
			alu_out = ~aluin_a;
		end
		4'b1000 : begin 
			alu_out = aluin_a >> 1;
		end
		default : alu_out = 4'b0000; 
	endcase
end
endmodule
module com2s(input [3:0] B, output [3:0] Bn);
wire [3:0] Bn1; wire OF, Cout;
assign Bn1 = ~B;
FA4 fa1 (Bn1, 4'b0000, 1'b1, Bn, Cout, OF);
endmodule
module FA4(input [3:0] A, B, input Cin, output [3:0] Sum, output Cout, OF);
wire Cout1, Cout2, Cout3;
FA fa1 (A[0], B[0], Cin, Sum[0], Cout1);
FA fa2 (A[1], B[1], Cout1, Sum[1], Cout2);
FA fa3 (A[2], B[2], Cout2, Sum[2], Cout3);
FA fa4 (A[3], B[3], Cout3, Sum[3], Cout);
xor X1 (OF, Cout3, Cout);
endmodule
module FA(input A, B, Cin, output Sum, Cout);
wire Sum1, Cout1, Cout2;
HA ha1 (A, B, Sum1, Cout1);
HA ha2 (Sum1, Cin, Sum, Cout2);
assign Cout = Cout1|Cout2;
endmodule
module HA(input A, B, output Sum, Cout);
assign Sum = A^B;
assign Cout = A&B;
endmodule
</file>
==> run summary <==
run metrics: status=complete, but fails checks, failing checks=setup timing, CP cell instances=buf_6 -> or2_4 -> nand2_4 -> nor2_4 -> ha_4 -> a21oi_4 -> fa_2 -> inv_2 -> ha_4 -> a21o_1 -> ha_4 -> a21o_1 -> buf_6 -> a211oi_2 -> buf_2, I/O Buffers=15, Synth-to-Final Area Change=87.9%, Netlist Area Pre-Place=445 um^2, slowest CP cell=or2_4, post-DP HPWL=1100 um, vias in the first global route=506, Max Slew Vio Count=0, HP Class=in -> out, slowest stage delay, CP=0.26 ns, CP most frequent cell=ha_4, layout cells sized above 1=58.1%, final instance area=837 um^2, Place WS=-0.984 ns, first-pass GRT wire length=2340 um, max-cap violations=0, synthesized instance count=56, initial antenna violation count=0, post-route insts no fill=132, Site Rows=21, Chip Area, Yosys=445 um^2, Iter 0 DRT Violations=12, critical path peak fanout=3, Total Routing Usage GR=4.25%, WP data arrival=2.61 ns, logic area=484 um^2, top cells by count, synth=a21oi_1, a21o_1, nor2_1, ANT nets after route=0, Netlist cell types=32, GP Congestion=0.810, total overflow reported by the global router=0, crit end category=output pin, Cell Area, Placed=747 um^2, Routed WL per cell=10.6 um, Mapped Avg Cell Area=7.95 um^2, cts-stage hold buffer count=0, RSZ-0062 raised after global routing=true, drt drc=0, Max VDD drop=0.0327 mV, flop count=0, Vias/cell=3.94, Yosys top cell by instances=a21oi_1, relative slew slack=76.3%, core area=3420 um^2, num ports=15, largest net degree at the start of global routing=11, sequential share of the synthesized area=0%, # diodes=0, Static Leak=0.380 nW, Starting Density=13.0%, Crit. Startpoint=OPCODE[1], DRT Pass-1 Iters=2, CP Data Required Time=2.32 ns, WS Path Type=in -> out, final worst slack=-0.286 ns, setup violators final=4, Crit path buffers/inverters=4, total cells reported by yosys after synthesis=56, min cycle time layout=3.19 ns, Hold Vio Cnt, Final=0, Yosys top cell area share=8.43%, crit start category=input pin, number of fill cells=381, hold path startpoint=OPCODE[3], critical path's top delay family=adder cells, warnings from Yosys=2, Tightest Pin Transition=0.352 ns, Top cells by area=ha_1, buf_6, a21o_1, FF/Latch Area=0 um^2, DR vias=520, maximum operating frequency=0.314 GHz, Pwr Density=115 nW/um^2, Die Wd=80 um, DIE HEIGHT=80 um, Die Footprint=6400 um^2, Routed WL=1390 um, worst hold margin=1.60 ns, Tcrit/Tclk final=110%, Placed Cells=127, largest area contributor in the netlist=ha_1, CLK BUF=0, tool warnings=35
-- what timing repair did --
item | CTS | global route
endpoints found under the hold margin | 0 | 0
gates resized | 33 | 11
pin swaps | 9 | 10
endpoints found under the setup margin | 6 | 5
setup buffers | 5 | 0
-- power by group --
part / total [mW] / leakage [nW] / internal [mW] / switching [mW]
Combinational: 0.0964 / 0.380 / 0.0559 / 0.0405
Clock: 0 / 0 / 0 / 0
Sequential: 0 / 0 / 0 / 0
Total: 0.0964 / 0.380 / 0.0559 / 0.0405
-- kinds of logic after synthesis --
| kind of cell | after synthesis | synth area share, % |
|---|---|---|
| simple gates | 23 | 33.4 |
| buf+inv | 8 | 12.6 |
| compound gates | 18 | 33.4 |
| fa+ha+maj | 4 | 12.9 |
| xor+xnor | 3 | 7.59 |
-- routing by layer --
metal | vias to the layer above | share of wire [%] | GRT usage [%] | wire length [um]
met5 | - | 0 | 0 | 0
met4 | 0 | 0 | 0 | 0
met3 | 0 | 4.2 | 0.909 | 59
met2 | 7 | 49 | 7.46 | 681
met1 | 247 | 47 | 5.49 | 653
li1 | 266 | - | - | -
-- layout make-up --
class | instances | area share (%)
inverters | 2 | 0.897
multi-input cells | 48 | 57.8
well taps | 46 | 6.88
repair buffers | 36 | 34.4
-- per-stage QoR --
| step | total power [mW] | util [%] | setup TNS (ns) |
|---|---|---|---|
| 2_1_floorplan | 0.0460 | - | -0.0913 |
| 3_3_place_gp | 0.0868 | 21.9 | -4.40 |
| 3_5_place_dp | 0.0870 | 21.9 | -4.49 |
| 4_1_cts | 0.0913 | 23.2 | -1.03 |
| 5_1_grt | 0.106 | 24.5 | -0.996 |
| 6_report | 0.0964 | 24.5 | -0.599 |
-- final timing paths --
check  cells past startpoint  slack, ns    endpoint
max                       15      -0.29          OF
min                        4       1.60  alu_out[3]
-- cells in the final DEF, fill, tap and decap left out, drive strengths merged --
cell and instances:
dlygate4sd2 3, ha 3, and2 2, a211oi 1, o211ai 2, xor2 1, xnor2 2, a221oi 3
nand2 3, or2 2, nor2 4, and3b 1, a21oi 6, and4bb 1, nand3b 1, clkdlybuf4s50 4
o21ba 1, fa 1, buf 27, nor3b 2, dlymetal6s2s 1, a21o 4, nand3 2, and3 2
clkbuf 1, nor3 1, inv 2, a311oi 1, nand2b 2
Power is estimated from default activity; no workload was simulated.
